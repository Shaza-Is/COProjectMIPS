==> design/flow/design.v <==
module PC(out,in,clk);
	input [31:0] in;
	input clk;
	output [31:0] out;
	reg [31:0] out;
	wire [31:0] in;
	reg reset;
	initial begin
		reset = 1;
	    #51 reset = 0;
	end
	always @ (posedge clk)
	begin
		if(reset)
			out <= #2 0;
		else
			out <= #2 in;		
	end
endmodule
==> design/flow/run.sh <==
#!/bin/bash
# OpenROAD 26Q1-2900-gdf79404cd8, Yosys 0.63+post, stock flow scripts
make -C /OpenROAD-flow-scripts/flow DESIGN_CONFIG=/design/flow/config.mk WORK_HOME=/design/flow/orfs finish
==> design/flow/config.mk <==
export PLATFORM = sky130hd
export DESIGN_NAME = PC
export DESIGN_NICKNAME = PC
export VERILOG_FILES = /design/flow/design.v
export SDC_FILE = /design/flow/constraint.sdc
export NUM_CORES = 4
export LEC_CHECK = 1
export CORE_AREA = 10 10 80 80
export DIE_AREA = 0 0 90 90
==> design/flow/constraint.sdc <==
current_design PC

set clk_period 1.0
set clk_io_pct 0.2

create_clock -name clk0 -period $clk_period [get_ports {clk}]

set non_clock_inputs [all_inputs -no_clocks]
set_input_delay [expr $clk_period * $clk_io_pct] -clock clk0 $non_clock_inputs
set_output_delay [expr $clk_period * $clk_io_pct] -clock clk0 [all_outputs]
==> metrics.yaml <==
outcome: "complete, no violations"
dpl_cell_area_mm2: 0.00137
core_mm2: 0.00472
cp_top_family: "flip-flops"
final_cell_count_no_fill: 171
cp_data_arrival_time_ns: 0.76
tool_warnings: 25
placedCellCount: 163
post_synth.cell_area_avg_um2: 20.0
die_h_um: 90
syn_inst: 32
power_mw: 2.53
fp-row-count: 25
fill_cells: 486
reg.largest.list: "out (32)"
largest_register: "out"
cp-end-kind: "output pin"
syn2layout_area_growth_pct: 121
grt_pass1_vias: 558
top_area_share_pct: 100
setup_ws_ns: 0.0444
yosysWarnings: 1
vias: 503
ys_cells: 32
cts_resized: 68
cts_root_buf: "clkbuf_8"
ant_nets: 0
relSlewSlack_pct: 95.9
synth_area_um2: 641
slew_violations: 0
ctsHoldBuffers: 0
synth.distinct_cells: 1
viasPerCell: 2.94
topCellsByArea: "dfxtp_1 100%"
drv_cap: 0
post-place-ws_ns: 0.0253
io_pins: 65
die-area_mm2: 0.00810
ys_sh_aoi_pct: 0
critical-path-slowest-cell: "dfxtp_2"
synth.mux.area_fraction_pct: 0
antenna_cells: 0
logic_gate_count: 0
crit_buf_inv: 1
finalSetupViolations: 0
synth_flops: 32
leakagePower_nw: 0.582
place.gp.congestion: 0.639
synth-seq-area-share_pct: 100
postLayoutCellArea_mm2: 0.00141
routed_wirelength_um: 2050
cts.clk_slew.worst_paths_ns: 0.06
logic_area_um2: 0
largest_reg_flops: 32
synth_chip_area_um2: 641
postCtsSetupBuffers: 0
drive_gt1_share_pct: 26.9
worst_pin_slew_ns: 0.0615
final_util_pct: 29.9
max_freq_mhz: 1050
startpoint_type: "flip-flop"
setup_tns_ns: 0
xor_area_share_pct: 0
yosys.area.top_type: "dfxtp_1"
cts_buffers: 5
crit_fanout: 1
whs_ns: 0.361
cts_tree: "done"
io_buffers: 64
ir_drop_mv: 0.712
grt-ovfl-total: 0
path_cells: "clkdlybuf4s15_1"
crit_required_ns: 0.80
grt_max_degree: 10
cts_sinks: 32
period_minus_slack_ns: 0.956
floorplan.core_util_pct: 13.6
grtUsageTotal_pct: 5.00
synthAdderAreaFrac_pct: 0
grt_pass1_wl_um: 3090
clk_path_buf_depth: 2
post_drt_wl_per_cell_um: 12.0
dr.pass1.iters: 2
slowest_delay_ns: 0.31
hold_path_class: "in -> reg"
powerDensity_mw_per_mm2: 1790
antenna_found_initial: 0
fp.dieW_um: 90
critPathKind: "reg -> out"
finalClockPeriodUsage_pct: 95.6
simple_gate_share_pct: 0
hold_viol_final: 0
drtIter0Drc: 5
htree_levels: 2
drc: 0
-- layout make-up --
| cell class | count | area [um2] | share of cell area, % |
|---|---|---|---|
| clock buffers | 8 | 90.1 | 6.37 |
| repair buffers | 64 | 586 | 41.4 |
| well taps | 67 | 83.8 | 5.93 |
| flip-flops and latches | 32 | 654 | 46.3 |
-- cell families (layout without fill, tap and decap cells) --
| kind of cell | Yosys count | after routing |
|---|---|---|
| buf+inv | 0 | 72 |
| flops | 32 | 32 |
-- power by group --
| part | internal, mW | switching [mW] |
|---|---|---|
| clock | 0.560 | 0.409 |
| combinational | 0.171 | 0.0257 |
| sequential | 1.35 | 0.0162 |
-- final timing paths --
kind / start / to / slack (ns) / depth (start not counted)
max: out[13] / out[13] / 0.04 / 1
min: in[18] / out[18] / 0.36 / 1
-- Yosys cell counts, drive strengths merged --
cell   number
dfxtp      32
-- placed cells by master, fill, tap and decap left out --
cell             netlist  routed
clkbuf_1               0       2
dfxtp_2                0      11
clkbuf_2               0      11
clkdlybuf4s15_1        0      21
clkdlybuf4s50_1        0      32
clkbuf_8               0       6
dfxtp_1               32      21
-- layer usage --
layer	part of all wire, %	vias to the layer above	GRT usage (%)	routed length [um]
li1	-	238	-	-
met1	40	205	5.25	820
met2	34	54	6.17	698
met3	24	6	6.29	494
met4	1.9	0	0.796	39
met5	0	-	0	0
Power is estimated from default activity; no workload was simulated.
